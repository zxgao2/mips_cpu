<file path="flow/run.sh">
#!/bin/bash
# OpenROAD 26Q1-2900-gdf79404cd8, Yosys 0.63+post, stock flow scripts
make -C /OpenROAD-flow-scripts/flow DESIGN_CONFIG=/design/flow/config.mk WORK_HOME=/design/flow/orfs finish
</file>
<file path="flow/config.mk">
export PLATFORM = sky130hd
export DESIGN_NAME = mul_6_32
export DESIGN_NICKNAME = mul_6_32
export VERILOG_FILES = /design/flow/design.v
export SDC_FILE = /design/flow/constraint.sdc
export NUM_CORES = 4
export LEC_CHECK = 1
export CORE_AREA = 10 10 132 132
export DIE_AREA = 0 0 142 142
</file>
<file path="flow/constraint.sdc">
current_design mul_6_32

set clk_period 8.6
set clk_io_pct 0.2

create_clock -name clk0 -period $clk_period

set non_clock_inputs [all_inputs -no_clocks]
set_input_delay [expr $clk_period * $clk_io_pct] -clock clk0 $non_clock_inputs
set_output_delay [expr $clk_period * $clk_io_pct] -clock clk0 [all_outputs]
</file>
<file path="flow/design.v">
module mul_2_32(op,num1,num2,out);
  input              op;
  input   [31:0]     num1;
  input   [31:0]     num2;
  output  [31:0]     out;
  assign out = (op=='b0)?   num1:num2;
endmodule 
module mul_6_32(op,num1,num2,num3,num4,num5,num6,out);
  input      [2:0]            op;
  input      [31:0]       num1,num2,num3,num4,num5,num6;
  output     [31:0]       out;
  assign out = (op == 3'b000)? num1:
               (op == 3'b001)? num2:
               (op == 3'b010)? num3:
               (op == 3'b011)? num4:
               (op == 3'b100)? num5:
               (op == 3'b101)? num6:num6;
endmodule 
module mul_3_5(op,num1,num2,num3,out);
  input      [1:0]            op;
  input      [4:0]       num1,num2,num3;
  output     [4:0]       out;
  assign out = (op == 2'b00)? num1:
               (op == 2'b01)? num2:
               (op == 2'b10)? num3:num3;
endmodule 
</file>
==> metrics.cfg <==
[worst_setup_path]
critPathRequiredTime_ns=6.88
crit_chain=buf_4 > buf_4 > and2b_1 > buf_4 > a2111oi_2 > a21oi_1 > clkdlybuf4s50_1
crit_fanout=49
cp_common_cell=buf_4
arrival_ns=4.25
start_kind=input port
slowest_stage=buf_4
crit_type=in2out
cp-end-kind=output pin
slowest_delay_ns=0.61

[finish]
regArea_um2=0
nClkBuffers=0
instances_no_fill=771
syn2layout_area_growth_pct=107
ff_count=0
final_layout_size_suffix_gt1_share_pct=2.21
logic_area_um2=1930
postLayoutCoreUtil_pct=30.7
fillers=1590

[sta]
timing.fmax_ghz=0.167
period_used_pct=69.5
setup_viol=0
period_minus_slack_ns=5.97
slew_headroom_pct=47.1
tightest_slew_ns=0.791
rsz0062_at_grt=no
setup_tns_ns=0
final.setup.worst_slack_ns=2.63
finalHoldViolCount=0
final_max_slew_viol_count=0

[drt]
via_count=3403
dr.pass1.iters=7
wire_per_inst_um=16.7
wirelength_um=12800
viasPerCell=4.41
postRouteAntennaNets=0
n_antenna_cell=0
drt_iter0_markers=125
drc=0

[hold_path]
hold_path.class=in2out

[floorplanning]
io_pins=227
fp-utilization_pct=14.8
core-area_um2=14500
die-width_um=142
die-area_um2=20200
row_count=44
die_h_um=142

[synth]
ys_cells=396
syn_area_um2=2160
topCombFamilyByArea=AND-OR/OR-AND gates
syn_inst=396
area_leaders=nor2_1, mux2i_1, a21oi_1
top_area_share_pct=26.8
yosys.area.top_type=nor2_1
ys_warn_count=0
ys_seq_share_pct=0
synthAdderAreaFrac_pct=0
common_cells=nor2_1, a21oi_1, mux2i_1
yosys.stat.chipArea_um2=2160
syn_area_per_cell_um2=5.44
ys_types=24
synthAoiAreaFrac_pct=45.0
xor_area_share_pct=0
mux_share_pct=14.9
synth_simple_gate_area_share_pct=29.4
top_cell=nor2_1

[clocking]
post_cts_buffers=0
ctsResizeCount=0
ctsHoldBuffers=0

[pwr]
p_sw_uw=85.2
p_sw_share_pct=35.4
p_int_uw=155
ir_worst_vdd_mv=0.0322
leakagePower_nw=1.73
power.density_nw_per_um2=53.8
clockPowerShare_pct=0
comb_power_share_pct=100.0
power_frac_seq_pct=0

[global_route]
grtUsageTotal_pct=11.7
grt_first_pass_wirelength_um=19300
grt_pass1_vias=3426
antenna_found_initial=0
grt_overflow=0
grt_max_degree=70

[place]
finalWeightedCongestion=0.862
place_inst=771
place_hpwl_um=10100
pre_cts_ws_ns=2.60
io_buffer_count=227

[flow_run]
warnings=32
cap_violations=0

[status]
status=finished clean

[logic make-up (layout without fill, tap and decap cells)]
logic type	after synthesis	in the layout
compound gates	159	159
buf+inv	43	234
mux	32	32
simple gates	162	162
[stage by stage]
step                power, mW  hold slack (ns)  instance area, um2
global route            0.264             4.42                4470
CTS                     0.244             4.38                4470
floorplan              0.0973             3.54                2160
detailed placement      0.242             4.37                4470
finish                  0.240             4.36                4470
global placement        0.243             4.37                4470
[worst paths after layout]
path	end	startpoint	depth (start not counted)	slack [ns]
worst max-delay path	out[15]	op[0]	7	2.63
worst min-delay path	out[18]	op[2]	3	4.36
[worst max-delay path, delay by kind of cell]
kind                   cells  cell delay [ns]
buffers and inverters      4             1.78
AND-OR/OR-AND              2             0.47
AND/OR/NAND/NOR            1             0.25
[cell type report]
| cell class | instances | area share, % |
|---|---|---|
| Timing Repair Buffer | 232 | 51.5 |
| Multi-Input combinational cell | 353 | 43.2 |
| Tap cell | 184 | 5.15 |
| Inverter | 2 | 0.168 |
[power by group through the flow]
stage | clock (mW) | sequential [mW] | combinational, mW
after CTS | 0 | 0 | 0.244
final | 0 | 0 | 0.240
after global routing | 0 | 0 | 0.264
[layout by cell type (no fill, tap or decap)]
cell type	count
buf_2	1
o21ai_1	13
clkdlybuf4s50_1	224
nor3_1	1
mux2i_1	32
inv_2	1
o22ai_1	30
o21ba_1	1
nand2_1	1
nor2_4	1
o21ai_0	18
nor2b_1	1
a211oi_1	1
buf_4	7
nand3b_1	1
inv_1	1
a21oi_1	63
and2b_1	1
nand2b_4	1
a2111oi_2	1
o22a_1	1
nor2_2	1
nor2_1	154
a2bb2oi_1	31
[routing by layer]
| metal | track usage, % | routed length [um] |
|---|---|---|
| met1 | 15.1 | 5770 |
| met2 | 20.4 | 6110 |
| met3 | 2.64 | 957 |
| met4 | 0.108 | 0 |
| met5 | 0 | 0 |
Power is estimated from default activity; no workload was simulated.

===== flow/config.mk =====
export PLATFORM = sky130hd
export DESIGN_NAME = gpr
export DESIGN_NICKNAME = gpr
export VERILOG_FILES = /design/flow/design.v
export SDC_FILE = /design/flow/constraint.sdc
export NUM_CORES = 4
export LEC_CHECK = 1
export CORE_UTILIZATION = 30

===== flow/constraint.sdc =====
current_design gpr

set clk_period 16.9
set clk_io_pct 0.2

create_clock -name clk0 -period $clk_period [get_ports {clk}]

set non_clock_inputs [all_inputs -no_clocks]
set_input_delay [expr $clk_period * $clk_io_pct] -clock clk0 $non_clock_inputs
set_output_delay [expr $clk_period * $clk_io_pct] -clock clk0 [all_outputs]

===== flow/design.v =====
module gpr(regwr,busw,rw,ra,rb,rst,clk,busa,busb);
  input                   regwr;
  input       [31:0]      busw;
  input       [4:0]       rw;
  input       [4:0]       ra;
  input       [4:0]       rb;
  input                   rst;
  input                   clk;
  output      [31:0]      busa;
  output      [31:0]      busb;
  reg         [31:0]      regfile [31:0];
  integer                  i;
  assign busa = regfile[ra];
  assign busb = regfile[rb];
   always @ (posedge clk or posedge rst)
     if (rst) for(i=0;i<=31;i = i+1) regfile[i] <= 0;
     else 
       if (regwr)
         regfile[rw] <= busw;
endmodule 

===== flow/run.sh =====
#!/bin/bash
# OpenROAD 26Q1-2900-gdf79404cd8, Yosys 0.63+post, stock flow scripts
make -C /OpenROAD-flow-scripts/flow DESIGN_CONFIG=/design/flow/config.mk WORK_HOME=/design/flow/orfs finish

==> Implementation_results.wiki <==
== Flow metrics ==
{| class="wikitable"
! Metric !! Value
|-
| Worst Path Arrival || ~8.4 ns
|-
| Number of buffers added by the clock tree synthesis step || ~110
|-
| DRT iter0 DRCs || 6041
|-
| Initial standard-cell utilization of the core || 30.27%
|-
| Number of enable-type register cells in the synthesized netlist || 0
|-
| CP Capture Type || output port
|-
| Reg2Reg Setup Slack || 15.99 ns
|-
| Pin count of the biggest net entering global routing || about 120
|-
| Cell at the root of the clock tree || sky130_fd_sc_hd__clkbuf_16
|-
| Met1 capacity usage during global routing || roughly 40%
|-
| First element of the critical path || rb[2]
|-
| Clk latency of the worst-skew pair || about 0.74 ns
|-
| Number of buffers inserted by port buffering || roughly 110
|-
| Met3 Use GR || between 20% and 30%
|-
| Area Growth Syn to Fin || 16.46%
|-
| Worst hold path class || reg2reg
|-
| Total track usage || between 30% and 40%
|-
| Deepest clock path buffer count || 3
|-
| Number of violations of the max-capacitance limit || 0
|-
| Critical path startpoint category || primary input
|-
| Area figure in the yosys stat output || 0.05135 sq mm
|-
| Crit path max fanout || 28
|-
| Slew headroom || approximately 14%
|-
| CTS clock-pin slew for the worst setup and hold paths || 0.06 ns
|-
| Post-CTS setup repair buffer count || 0
|-
| DRC violations left || 0
|-
| Launch instance of the worst min-delay path || regfile[24][26]$_DFFE_PP0P_
|-
| Area occupied by registers || 0.02562 sq mm
|-
| Clock tree from TritonCTS || yes
|-
| Main flop type after synthesis || sky130_fd_sc_hd__dfrtp_1
|-
| Yosys cell count || between 4000 and 5000
|-
| # H-tree levels || 3
|-
| Unique cell type count in the Yosys netlist || ~63
|-
| Floorplan core area || about 0.17 sq mm
|-
| Maximum clock frequency || between 80 and 90 MHz
|-
| Number of OpenROAD warnings || 39
|-
| Fill count || ~16000
|-
| Global-route wire length before repair || roughly 400000 microns
|-
| Met2 layer usage reported by global route || a little under half
|-
| DIE AREA || roughly 0.17 sq mm
|-
| Via count normalized by instance count || 6.750
|-
| Synth Warn # || 2
|-
| Count of final hold-check violations || 0
|-
| Placer congestion estimate || ~1.1
|-
| Count of instances resized after the clock tree is built || 0
|-
| Synth area leader || sky130_fd_sc_hd__dfrtp_1
|-
| Post-route worst hold slack || 0.5230 ns
|-
| Unrepaired setup endpoints after global routing || no
|-
| Post-synthesis cell count || 4395
|-
| Mapped Area || a little over 0.05 sq mm
|-
| Via count || 45650
|-
| Mapped Avg Cell Area || ~12 sq um
|-
| Number of global-route vias before repair || roughly 45000
|-
| TritonCTS sink count || between 1000 and 1500
|-
| Remaining number of nets flagged by the antenna check after routing || 0
|-
| Seq/Total Area, Yosys || about half
|-
| Floorplan die height || a little over 400 microns
|-
| Number of detailed-route iterations in the first pass || 7
|-
| Chip Width || between 400 and 500 microns
|-
| Final min period || 11.80 ns
|-
| Cell leakage power || 0.02558 uW
|-
| Yosys top cell area share || about half
|-
| Flip-flop and latch count after synthesis || about 1000
|-
| Outcome || finished clean
|-
| Required time of the critical path || 13.52 ns
|-
| Worst slew pin tran || between 1 and 1.5 ns
|-
| Power density over cell area || approximately 120 mW/mm^2
|-
| Slew Viols, Final || 0
|-
| Reg-to-reg critical path startpoint || regfile[2][24]$_DFFE_PP0P_
|-
| Hpwl dp || 174900 microns
|-
| Top Registers || regfile x1024
|-
| Utilization after layout || 35.25%
|-
| Remaining Overflow, GRT || 0
|-
| Final period util || between 60% and 70%
|-
| Hold Buf Count CTS || 0
|-
| Maximum clock skew at final layout || 0 ns
|-
| Largest Register || regfile
|-
| Wire length per cell || 42.78 microns
|-
| Worst IR Drop VDD || ~0.091 mV
|-
| Async set-reset flop share out of synthesis || 100.0%
|-
| Final tally of setup violations || 0
|-
| Ratio of cells with drive above 1 in the final layout || 34.86%
|-
| Combined area of the multi-input logic cells || around 0.025 sq mm
|-
| Number of antenna violations at the first check in global routing || 23
|-
| Critical setup path kind || in2out
|-
| I/O pins || ~110
|-
| Total wire length || roughly 290000 microns
|-
| Total number of placement rows || between 150 and 200
|-
| Flip-flop count of the largest register after layout || 1024
|-
| Synth area leaders || sky130_fd_sc_hd__dfrtp_1, sky130_fd_sc_hd__mux2_2, sky130_fd_sc_hd__a22oi_1
|-
| Most congested layer reported by global routing || met2
|}
[report_power, final]
part,internal [uW],switching [uW]
Sequential,2930,488
Combinational,535,514
Clock,1470,1090
[area by class of cell]
cell class / instances / area share, %
flip-flops and latches: 1024 / 42.85
inverters: 7 / 0.05021
clock buffers: 148 / 5.226
repair buffers: 368 / 5.109
well taps: 2218 / 4.641
multi-input cells: 2934 / 41.04
clock inverters: 48 / 1.015
diodes: 16 / 0.06695
[cells in the mapped netlist, types with 25 or more instances]
master and count:
sky130_fd_sc_hd__mux2_2 1031, sky130_fd_sc_hd__dfrtp_1 1024, sky130_fd_sc_hd__a22oi_1 756, sky130_fd_sc_hd__clkbuf_1 262
sky130_fd_sc_hd__nand2_1 240, sky130_fd_sc_hd__nor2_1 170, sky130_fd_sc_hd__buf_2 95, sky130_fd_sc_hd__nand4_1 90
sky130_fd_sc_hd__a21oi_1 84, sky130_fd_sc_hd__nor3_1 73, sky130_fd_sc_hd__buf_1 66, sky130_fd_sc_hd__nand3_1 54
sky130_fd_sc_hd__mux2i_1 47, sky130_fd_sc_hd__a22o_1 43, sky130_fd_sc_hd__nor4_1 36, sky130_fd_sc_hd__a221oi_1 30
sky130_fd_sc_hd__o21ai_0 25
[worst max-delay path, stage by stage]
cell,delay (ns)
sky130_fd_sc_hd__buf_2,0.08
sky130_fd_sc_hd__buf_4,0.36
sky130_fd_sc_hd__buf_4,0.48
sky130_fd_sc_hd__nand3b_1,0.82
sky130_fd_sc_hd__nor2_4,1.08
sky130_fd_sc_hd__buf_4,0.59
sky130_fd_sc_hd__a22oi_1,0.19
sky130_fd_sc_hd__nand4_1,0.14
sky130_fd_sc_hd__a2111oi_0,0.07
sky130_fd_sc_hd__a21oi_1,0.57
sky130_fd_sc_hd__clkdlybuf4s50_1,0.60
[cell families after synthesis]
logic type	synth area share (%)
buf+inv	3.492
flops	49.90
mux	23.68
compound gates	15.62
simple gates	7.312
[path summary, 6_finish.rpt]
check                           cells past startpoint                          end
max in group asynchronous                           7  regfile[26][18]$_DFFE_PP0P_
worst max-delay path                               11                     busb[13]
min in group asynchronous                           2   regfile[23][0]$_DFFE_PP0P_
worst min-delay path                                1  regfile[24][26]$_DFFE_PP0P_
worst min register to register                      1  regfile[24][26]$_DFFE_PP0P_
worst max register to register                      1   regfile[2][24]$_DFFE_PP0P_
[per-stage QoR]
step / worst slack, ns / setup TNS [ns] / power (uW) / cells / cell area, sq um
finish: 5.096 / 0 / 7023 / 6763 / 59800
global route: 5.213 / 0 / 7222 / 6749 / 59770
CTS: 5.480 / 0 / 6986 / 6747 / 59760
detailed placement: 5.489 / 0 / 4451 / 6551 / 56030
global placement: 5.451 / 0 / 4437 / 6551 / 56030
floorplan: -0.5939 / -608.19 / 3900 / 4395 / 51350
[layout by cell type (no fill, tap or decap), types with 7 or more instances in the layout]
cell / instances
sky130_fd_sc_hd__nand2b_1: 14
sky130_fd_sc_hd__nand3_1: 50
sky130_fd_sc_hd__nor2_1: 102
sky130_fd_sc_hd__clkdlybuf4s50_1: 107
sky130_fd_sc_hd__diode_2: 16
sky130_fd_sc_hd__and2_1: 9
sky130_fd_sc_hd__or3_1: 7
sky130_fd_sc_hd__clkinvlp_4: 8
sky130_fd_sc_hd__a31oi_1: 24
sky130_fd_sc_hd__nand2_2: 13
sky130_fd_sc_hd__a32oi_1: 24
sky130_fd_sc_hd__a22oi_1: 756
sky130_fd_sc_hd__nor3_1: 71
sky130_fd_sc_hd__nand3b_1: 9
sky130_fd_sc_hd__nor2b_1: 19
sky130_fd_sc_hd__clkbuf_1: 15
sky130_fd_sc_hd__nor2_4: 73
sky130_fd_sc_hd__a2111oi_0: 8
sky130_fd_sc_hd__a21oi_1: 84
sky130_fd_sc_hd__clkbuf_16: 110
sky130_fd_sc_hd__mux2i_1: 47
sky130_fd_sc_hd__bufinv_16: 12
sky130_fd_sc_hd__a22o_1: 43
sky130_fd_sc_hd__and3_1: 8
sky130_fd_sc_hd__o21ai_0: 25
sky130_fd_sc_hd__mux2_2: 1031
sky130_fd_sc_hd__and4_1: 9
sky130_fd_sc_hd__nor4_1: 36
sky130_fd_sc_hd__clkbuf_8: 23
sky130_fd_sc_hd__clkinv_2: 21
sky130_fd_sc_hd__buf_4: 253
sky130_fd_sc_hd__nand4_1: 90
sky130_fd_sc_hd__a222oi_1: 14
sky130_fd_sc_hd__nand2_1: 227
sky130_fd_sc_hd__a221oi_1: 30
sky130_fd_sc_hd__o32a_1: 15
sky130_fd_sc_hd__dfrtp_1: 1024
[metal layers]
layer	vias to the layer above	part of all wire [%]
li1	16980	-
met1	22960	34
met2	4128	40
met3	1544	16
met4	42	9.6
met5	-	0.15
Power figures rest on the tool's default switching activity, not on a simulated workload.

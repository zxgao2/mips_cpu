===== flow/design.v =====
module cp0(pc,din,hwint,sel,epc_we,wen,exlset,exlclr,clk,rst,intreq,epc,dout);
  input     [31:2]      pc;
  input     [31:0]      din;
  input     [15:10]     hwint;
  input     [4:0]       sel;
  input                 wen,exlset,exlclr,clk,rst,epc_we;
  output                intreq;
  output    [31:2]      epc;
  output    [31:0]      dout;
  reg       [31:2]      epc;
  reg       [31:0]      sr,cause,prid;
  assign intreq = |(hwint & sr[15:10]) & !sr[1] & sr[0]  ;
  assign dout = (sel == 12)?       sr:
                (sel == 13)?       cause:
                (sel == 14)?       epc:
                (sel == 15)?       prid:32'b0;
  always @(posedge clk)
     if (rst) 
       begin
           prid <= 'h12061161;
           sr <= {16'b0,6'h3f,8'b0,1'b0,1'b1};
         end
    else
      begin 
        cause <= {16'b0,hwint[15:10],10'b0};
        if (epc_we)epc <= pc;
      end
  always  @( posedge clk or posedge exlset or posedge exlclr )
        if(exlset)
          sr[1] <=  1'b1  ;
        else if(exlclr)
          sr[1] <=  1'b0  ;
        else 
          if(wen&&(sel == 12)) sr <= din;
endmodule          

===== flow/run.sh =====
#!/bin/bash
# OpenROAD 26Q1-2900-gdf79404cd8, Yosys 0.63+post, stock flow scripts
make -C /OpenROAD-flow-scripts/flow DESIGN_CONFIG=/design/flow/config.mk WORK_HOME=/design/flow/orfs finish

===== flow/constraint.sdc =====
current_design cp0

set clk_period 3.8
set clk_io_pct 0.2

create_clock -name clk0 -period $clk_period [get_ports {clk}]

set non_clock_inputs [all_inputs -no_clocks]
set_input_delay [expr $clk_period * $clk_io_pct] -clock clk0 $non_clock_inputs
set_output_delay [expr $clk_period * $clk_io_pct] -clock clk0 [all_outputs]

===== flow/config.mk =====
export PLATFORM = sky130hd
export DESIGN_NAME = cp0
export DESIGN_NICKNAME = cp0
export VERILOG_FILES = /design/flow/design.v
export SDC_FILE = /design/flow/constraint.sdc
export NUM_CORES = 4
export LEC_CHECK = 1
export CORE_AREA = 10 10 113 113
export DIE_AREA = 0 0 123 123

==> run summary <==
Family with the most delay on the worst path: buffers and inverters
Max Buffers Root-to-Sink: 2
Vias after detailed routing: 1198
Placer's final routability congestion estimate: 0.736
Outcome: finished clean
Layout filler cell count: 1024
Tool warnings: 60
Achievable frequency: 300 MHz
CTS tree: done
Clock sinks: 36
Critical path fanouts, max: 10
Area of the chip: 15100 sq um
Clock root cell: sky130_fd_sc_hd__clkbuf_8
Share of total power in combinational logic: 15.0%
Clk pwr share: 30.1%
Slew margin rel.: 53.9%
Boundary pin count: 142
1st-pass router iterations: 4
Total of hold buffers inserted after clock tree synthesis: 0
Post-synth design cell area: 1530 sq um
LEAKAGE: 1.01 nW
Register share of total power: 54.9%
GRT Util Overall: 6.63%
Net switching power figure: 0.000183 W
Pins Over Slew Limit: 0
Post-synth area from yosys stat: 1530 sq um
Average wire length per cell after detail routing: 14.8 um
Arrival time of the worst setup path: 2.57 ns
Total wirelength of the detailed-routed design: 5230 um
RSZ-0062 raised after global routing: false
Layout cell share with drive strength beyond 1: 14.7%
Buf/Inv on CP: 3
Sw Share: 21.0%
Ys cells: 107
CTS H-tree depth: 2
Main flop type after synthesis: sky130_fd_sc_hd__edfxtp_1
Avg Synthesized Cell Area: 14.3 sq um
Initial antenna violation count: 0
List of cells traversed by the critical path: clkdlybuf4s50_1, buf_4, nor2_1, a211oi_1, clkdlybuf4s50_1
Antenna Violating Nets Remaining: 0
Total power per unit cell area: 310 nW/um^2
Final Hold Vio Count: 0
Avg Vias per Cell: 3.38
Vias in the first global route: 1352
Post-cts resize count: 0
Ratio of final minimum period to clock period: 87.7%
Count of yosys warnings during synthesis: 69
Port-buffer cells: 104
Power, Total: 0.000873 W
Final critical delay including setup and external delays: 3.33 ns
Synthesized instance count: 107
Req. time, crit path: 3.04 ns
Number of placed instances, taps included: 346
Global-route wire length before repair: 7600 um
Type of the worst setup path: primary input to primary output
Worst IR Drop VDD: 0.123 mV
Maximum number of pins on one net before global-route repair: 23
CP max stage cell: sky130_fd_sc_hd__clkdlybuf4s50_1
Most numerous cell on the critical path: sky130_fd_sc_hd__clkdlybuf4s50_1
Detailed Route Iter0 Violations: 29
Most frequent cells in the layout: 104 x sky130_fd_sc_hd__clkdlybuf4s50_1, 36 x sky130_fd_sc_hd__edfxtp_1, 16 x sky130_fd_sc_hd__nor2_1
Die W: 123 um
Clock-pin transition on the worst setup and hold timing paths: 0.08 ns
Commonest Layout Cell: sky130_fd_sc_hd__clkdlybuf4s50_1
Count of final setup violators: 0
Distinct cell type count after synthesis: 21
Hold/Removal Path Class: primary input to flip-flop
Number of enable flip-flop cells: 36
Synthesized flop and latch total: 36
Actual slew at the worst max-slew pin: 0.690 ns
Diode count: 0
Largest stage delay, worst path: 0.76 ns
Post CTS Setup Buffer Count: 0
Global route overflow: 0
Final non-filler cell total: 354
Clock buffer count from CTS: 5
Fraction of synthesis flops using an asynchronous set or reset pin: 0%
Final TNS setup: 0 ns
Vertical extent of the die: 123 um
Capturing element type of the critical path: primary output
Floorplan utilization: 14.8%
Max_cap viols: 0
Type of origin of the critical path: primary input
Row Count: 37
Share of the yosys chip area belonging to registers: 70.9%
Area overhead of the layout relative to synthesis: 84.5%
Post-route DRC: 0
Post-detailed-placement half-perimeter wirelength: 4290 um
Pint: 0.000690 W
Placeable core region: 10300 sq um
## cell type report
type,count,area (sq um),area share [%]
Sequential cell,36,1080,38.4
Timing Repair Buffer,108,1070,38.1
Multi-Input combinational cell,59,382,13.6
Tap cell,136,170,6.05
Clock buffer,6,72.6,2.58
Inverter,7,26.3,0.934
Clock inverter,2,11.3,0.400
## routing by layer
layer  part of all wire [%]  track usage [%]  routed length (um)
met2                     49             11.4                2550
met1                     37             7.69                1960
met4                   0.96            0.582                  50
met3                     13             3.19                 667
met5                      0                0                   0
## cells in the mapped netlist (2+ instances only)
cell	n	share of area (%)
sky130_fd_sc_hd__a21o_2	5	2.9
sky130_fd_sc_hd__and2_2	13	6.4
sky130_fd_sc_hd__buf_4	2	0.98
sky130_fd_sc_hd__a211oi_1	2	0.98
sky130_fd_sc_hd__and2_1	3	1.2
sky130_fd_sc_hd__inv_1	7	1.7
sky130_fd_sc_hd__a21oi_1	5	1.6
sky130_fd_sc_hd__nor2_1	16	3.9
sky130_fd_sc_hd__nand2b_1	5	2.1
sky130_fd_sc_hd__buf_6	2	1.5
sky130_fd_sc_hd__buf_2	2	0.66
sky130_fd_sc_hd__edfxtp_1	36	71
## power groups by stage
stage | logic [W] | clock network, W | registers (W)
4_1_cts | 0.000136 | 0.000286 | 0.000480
5_1_grt | 0.000143 | 0.000299 | 0.000483
6_report | 0.000131 | 0.000263 | 0.000480
## flip-flops by register name (all words and copies together) (netlist names)
register,flops
epc,30
cause,6
## worst paths after layout
path,start,end,depth (start not counted)
min,pc[11],epc[11],1
max,sel[0],dout[0],5
## cells by family (layout without fill, tap and decap cells)
family | Yosys count | count (layout) | synth area share [%]
AOI/OAI and AO/OA | 12 | 12 | 5.50
DFF | 36 | 36 | 70.9
buffers and inverters | 13 | 123 | 4.84
and+or+nand+nor | 45 | 45 | 18.5
other | 1 | 2 | 0.246
## stage by stage
stage | worst slack, ns | utilization [%] | hold WS, ns | area, sq um
floorplan | 1.25 | - | 0.859 | 1530
global route | 0.334 | 27.3 | 1.00 | 2810
global placement | 0.419 | 26.4 | 1.32 | 2730
detailed placement | 0.377 | 26.4 | 1.32 | 2730
finish | 0.466 | 27.3 | 1.02 | 2810
CTS | 0.377 | 27.3 | 1.01 | 2810
Power is estimated from default activity; no workload was simulated.
